### flow/run.sh
#!/bin/bash
# OpenROAD 26Q1-2900-gdf79404cd8, Yosys 0.63+post, stock flow scripts
make -C /OpenROAD-flow-scripts/flow DESIGN_CONFIG=/design/flow/config.mk WORK_HOME=/design/flow/orfs finish
### flow/config.mk
export PLATFORM = sky130hd
export DESIGN_NAME = two_bit_branch_predictor
export DESIGN_NICKNAME = two_bit_branch_predictor
export VERILOG_FILES = /design/flow/design.v
export SDC_FILE = /design/flow/constraint.sdc
export NUM_CORES = 4
export LEC_CHECK = 1
export CORE_UTILIZATION = 50
### flow/constraint.sdc
current_design two_bit_branch_predictor

set clk_period 1.8
set clk_io_pct 0.2

create_clock -name clk0 -period $clk_period [get_ports {clk}]

set non_clock_inputs [all_inputs -no_clocks]
set_input_delay [expr $clk_period * $clk_io_pct] -clock clk0 $non_clock_inputs
set_output_delay [expr $clk_period * $clk_io_pct] -clock clk0 [all_outputs]
### flow/design.v
`timescale 1ns / 1ps
module Reg_file(
    reg_inp,
    en0, en1,  en2,  en3,  en4,  en5,  en6,  en7, 
    en8, en9, en10, en11, en12, en13, en14, en15, 
    reset,
    clk,
    reg0_out, reg1_out, reg2_out, reg3_out, reg4_out, reg5_out, reg6_out, reg7_out, 
    reg8_out, reg9_out, reg10_out, reg11_out, reg12_out, reg13_out, reg14_out, reg15_out  
    );
    input [1:0] reg_inp;
    input en0; input en1; input en2;  input en3;  input en4;  input en5;  input en6;  input en7;  
    input en8; input en9; input en10; input en11; input en12; input en13; input en14; input en15; 
    input reset;
    input clk;
    output [1:0] reg0_out;  output [1:0] reg1_out;  output [1:0] reg2_out;  output [1:0] reg3_out;  output [1:0] reg4_out;  
    output [1:0] reg5_out;  output [1:0] reg6_out;  output [1:0] reg7_out;  output [1:0] reg8_out;  output [1:0] reg9_out; 
    output [1:0] reg10_out; output [1:0] reg11_out; output [1:0] reg12_out; output [1:0] reg13_out; output [1:0] reg14_out; 
    output [1:0] reg15_out; 
    two_bit_regs r0(reg_inp,  en0,  reset, clk, reg0_out);
    two_bit_regs r1(reg_inp,  en1,  reset, clk, reg1_out);
    two_bit_regs r2(reg_inp,  en2,  reset, clk, reg2_out);
    two_bit_regs r3(reg_inp,  en3,  reset, clk, reg3_out);
    two_bit_regs r4(reg_inp,  en4,  reset, clk, reg4_out);
    two_bit_regs r5(reg_inp,  en5,  reset, clk, reg5_out);
    two_bit_regs r6(reg_inp,  en6,  reset, clk, reg6_out);
    two_bit_regs r7(reg_inp,  en7,  reset, clk, reg7_out);
    two_bit_regs r8(reg_inp,  en8,  reset, clk, reg8_out);
    two_bit_regs r9(reg_inp,  en9,  reset, clk, reg9_out);
    two_bit_regs r10(reg_inp, en10, reset, clk, reg10_out);
    two_bit_regs r11(reg_inp, en11, reset, clk, reg11_out);
    two_bit_regs r12(reg_inp, en12, reset, clk, reg12_out);
    two_bit_regs r13(reg_inp, en13, reset, clk, reg13_out);
    two_bit_regs r14(reg_inp, en14, reset, clk, reg14_out);
    two_bit_regs r15(reg_inp, en15, reset, clk, reg15_out);
endmodule
`timescale 1ns / 1ps
module buffer(
    read_address,
    read_value,
    write_address,
    write_value,
    reset, 
    clk 
    );
    parameter ADDRESS_BITS = 4;
    input [ADDRESS_BITS - 1 : 0] read_address;
    input [ADDRESS_BITS - 1 : 0] write_address;
    input [1:0] write_value;
    input reset;
    input clk;
    output [1:0] read_value;
    wire [15:0] enables;
    wire [1:0] reg0_out;  wire [1:0] reg1_out;  wire [1:0] reg2_out; 
    wire [1:0] reg3_out;  wire [1:0] reg4_out;  wire [1:0] reg5_out; 
    wire [1:0] reg6_out;  wire [1:0] reg7_out;  wire [1:0] reg8_out; 
    wire [1:0] reg9_out;  wire [1:0] reg10_out; wire [1:0] reg11_out; 
    wire [1:0] reg12_out; wire [1:0] reg13_out; wire [1:0] reg14_out; 
    wire [1:0] reg15_out; 
    decoder_four_sixteen ip_enable_decoder(write_address, enables);
    Reg_file regs(write_value,
                  enables[0],  enables[1],  enables[2],  enables[3],  enables[4], 
                  enables[5],  enables[6],  enables[7],  enables[8],  enables[9], 
                  enables[10], enables[11], enables[12], enables[13], enables[14], 
                  enables[15],
                  reset, 
                  clk,
                  reg0_out, reg1_out, reg2_out, reg3_out, reg4_out, 
                  reg5_out, reg6_out, reg7_out, reg8_out, reg9_out, 
                  reg10_out, reg11_out, reg12_out, reg13_out, reg14_out, reg15_out
                  );
    mux_sixteen_one op_read_value_mux(reg0_out, reg1_out, reg2_out, reg3_out, 
                                      reg4_out, reg5_out, reg6_out, reg7_out, 
                                      reg8_out, reg9_out, reg10_out, reg11_out, 
                                      reg12_out, reg13_out, reg14_out, reg15_out,
                                      read_address, read_value);
endmodule
`timescale 1ns / 1ps
module decoder_four_sixteen(
    d_in,
    d_out
    );
    input [3:0]   d_in;
    output reg [15:0] d_out;
    parameter tmp = 16'b0000_0000_0000_0001;
    always @ * begin
        case (d_in)
            4'b0000 :   d_out = tmp;
            4'b0001 :   d_out = tmp << 1;
            4'b0010 :   d_out = tmp << 2;
            4'b0011 :   d_out = tmp << 3;
            4'b0100 :   d_out = tmp << 4;
            4'b0101 :   d_out = tmp << 5;
            4'b0110 :   d_out = tmp << 6;
            4'b0111 :   d_out = tmp << 7;
            4'b1000 :   d_out = tmp << 8;
            4'b1001 :   d_out = tmp << 9;
            4'b1010 :   d_out = tmp << 10;
            4'b1011 :   d_out = tmp << 11;
            4'b1100 :   d_out = tmp << 12;
            4'b1101 :   d_out = tmp << 13;
            4'b1110 :   d_out = tmp << 14;
            4'b1111 :   d_out = tmp << 15;
            default :   d_out = 16'b0000_0000_0000_0000;
        endcase
    end
endmodule
`timescale 1ns / 1ps
module fsm(
    actual,
    read_state,
    clk,
    next_state
    );
    parameter STRONGLY_NOT_TAKEN = 2'b00;
    parameter WEAKLY_NOT_TAKEN = 2'b01;
    parameter WEAKLY_TAKEN = 2'b10;
    parameter STRONGLY_TAKEN = 2'b11;
    parameter TAKEN = 1'b1;
    parameter NOT_TAKEN = 1'b0;
    input actual;
    input [1:0] read_state;
    input clk;
    output reg [1:0] next_state;
    always @ (posedge clk) begin    
        next_state = 2'b00;
        case (read_state)
            STRONGLY_NOT_TAKEN: 
            begin
                if (actual == TAKEN)
                    next_state = WEAKLY_NOT_TAKEN;
                else
                    next_state = STRONGLY_NOT_TAKEN;
            end
			WEAKLY_NOT_TAKEN:
			begin
				if (actual == TAKEN)
					next_state = WEAKLY_TAKEN;
				else
					next_state = STRONGLY_NOT_TAKEN;
			end
			WEAKLY_TAKEN:
			begin
				if (actual == TAKEN)
					next_state = STRONGLY_TAKEN;
				else
					next_state = WEAKLY_NOT_TAKEN;
			end
			STRONGLY_TAKEN:
			begin
				if (actual == TAKEN)
					next_state = STRONGLY_TAKEN;
				else
					next_state = WEAKLY_TAKEN;
			end
			default:
			begin
				next_state = 2'b00;
			end
        endcase
    end
endmodule
`timescale 1ns / 1ps
module mux_sixteen_one(
    ip0, ip1, ip2, ip3, ip4, ip5, ip6, ip7, 
    ip8, ip9, ip10, ip11, ip12, ip13, ip14, ip15,
    select, 
    op 
    );
    input [1:0] ip0;  input [1:0] ip1;  input [1:0] ip2;  input [1:0] ip3;  input [1:0] ip4; 
    input [1:0] ip5;  input [1:0] ip6;  input [1:0] ip7;  input [1:0] ip8;  input [1:0] ip9; 
    input [1:0] ip10; input [1:0] ip11; input [1:0] ip12; input [1:0] ip13; input [1:0] ip14; 
    input [1:0] ip15; 
    input [3:0] select;
    output reg [1:0] op;
    always @ * begin
        case (select) 
            4'b0000 :   op <= ip0;
            4'b0001 :   op <= ip1;
            4'b0010 :   op <= ip2;
            4'b0011 :   op <= ip3;
            4'b0100 :   op <= ip4;
            4'b0101 :   op <= ip5;
            4'b0110 :   op <= ip6;
            4'b0111 :   op <= ip7;
            4'b1000 :   op <= ip8;
            4'b1001 :   op <= ip9;
            4'b1010 :   op <= ip10;
            4'b1011 :   op <= ip11;
            4'b1100 :   op <= ip12;
            4'b1101 :   op <= ip13;
            4'b1110 :   op <= ip14;
            4'b1111 :   op <= ip15;
            default :   op <= 2'b00;
        endcase
    end
endmodule
`timescale 1ns / 1ps
module two_bit_branch_predictor(
    read_address,
    actual, 
    reset,
    clk,
    prediction
    );
    parameter ADDRESS_BITS = 4;
    input [ADDRESS_BITS - 1 : 0] read_address;
    input actual;
    input reset;
    input clk;
    output prediction;
    wire [1:0] read_state;
    reg  [ADDRESS_BITS - 1 : 0] read_address_delayed;
    wire [1:0] write_state;
    reg [ADDRESS_BITS - 1 : 0] write_address;
    buffer btb(read_address, read_state, write_address, write_state, reset, clk);
    always @ (posedge clk) begin
        if (reset) begin
            read_address_delayed <= 0;
            write_address <= 0;
        end
        else begin
            read_address_delayed <= read_address;
            write_address <= read_address_delayed;
        end
    end
    fsm FSM(actual, read_state, clk, write_state);
    assign prediction = read_state[1];
endmodule
`timescale 1ns / 1ps
module two_bit_regs(
    inp,
    enable,
    reset,
    clk,
    op
    );
    input [1:0] inp;
    input enable;
    input reset;
    input clk;
    output reg [1:0] op;
    always @ (posedge clk) begin
        if (reset)
            op = 0;
        else if (enable)
            op = inp;
    end
endmodule
==> results.toml <==
# implementation run metrics
[synth]
synth.area.mux_share_pct = 17.5
netlist_instances = 216
ys_warn_count = 5
xor_share_pct = 0
simple_gate_share_pct = 19.9
ys_sh_aoi_pct = 7.89
edf_count = 0
netlist_top_cells_area = "dfxtp_1 49%, mux2i_1 16%, nor2_1 8.2%"
netlist_area_um2 = 2190
yosys_area_um2 = 2190
yosysTopAreaCell = "dfxtp_1"
ys_types = 40
top_area_share_pct = 49.4
top_logic_kind = "simple AND/OR/NAND/NOR gates"
yosys_cells = 216
synth_area_per_cell_um2 = 10.1
numSynthFlops = 54
yosys.area_share.adder_pct = 1.03
async_reset_ff_share_pct = 0
ys_seq_share_pct = 49.4
flop_cell = "dfxtp_1"

[route]
drc = 0
antenna_cells = 0
antenna_left = 0
dr.pass1.iters = 4
vias_per_cell = 5.40
num_vias = 1604
drtIter0Drc = 59
wl_per_cell_um = 16.4
drt-total-wl_um = 4870

[grt]
grt_pass1_vias = 1525
grt_pass1_wl_um = 7760
grt_remaining_overflow = 0
grt_use_total_pct = 23.8
antenna_found_initial = 0
grt_max_degree = 20

[place]
dp_hpwl_um = 3110
gp_congestion = 0.839
io_buffers = 7

[floorplan]
dieArea_um2 = 4640
fp_util_pct = 53.5
num_rows = 23
core_um2 = 4090
die_x_um = 68.1
pin_count = 8
die_y_um = 68.1

[final_timing]
finalSetupViolations = 2
hold_viol = 0
hold_ws_ps = 501
fin_crit_sh_pct = 102
min_period_ps = 1830
fin_ws_ps = -31.9
clock.fmax_ghz = 0.546
worst-slew-pin-transition_ps = 707
maxSlewViolCount = 0
fin_skew_ps = 12.5
rsz0062_at_grt = "yes"
slew_headroom_pct = 52.8

[outcome]
status = "complete, but fails checks"
violations = "negative setup slack"

[clock_tree]
clkTransAtPathRegs_ps = 80
cts_buffers = 5
cts_tree = "done"
htree_levels = 2
clock-root-buffer = "clkbuf_8"
clock-sinks = 54
cts_buffer_depth = 2
clk_latency_ps = 310

[worst_setup_path]
cp-start-kind = "primary input"
r2r-start = "btb.regs.r3.op[1]$_SDFFE_PP0P_"
endpoint_kind = "primary output"
crit_type = "primary input to primary output"
cp-startpoint = "read_address[2]"
worstPathRequired_ps = 1440
cp_max_fo = 6
crit_arrival_ps = 1470

[final_layout]
post_route_cells_drive_above_1_share_pct = 27.9
final_util_pct = 67.1
syn_to_final_growth_pct = 25.3

[power_and_ir_drop]
p_leak_nw = 1.01
ir_drop_uv = 589
power_density_nw_per_um2 = 890

[min_path]
hold_start = "btb.regs.r2.op[0]$_SDFFE_PP0P_"
min_path_type = "register to register"

[flow_run]
maxCapViolCount = 0
warning_count = 27
-- cell families (layout without fill, tap and decap cells) --
logic type,count (synthesis),after routing
compound gates,19,19
mux,38,38
buf+inv,14,45
fa+ha+maj,2,2
flops,54,54
simple gates,89,89
-- per-layer routing --
layer / part of all wire (%) / global-route usage, % / vias up
met5: 0 / 0 / -
met4: 1.1 / 2.34 / 0
met3: 4.2 / 3.89 / 5
met2: 43 / 34.2 / 26
met1: 52 / 40.1 / 768
li1: - / - / 805
-- power breakdown --
group	total, W	internal (W)	switching, W	leakage (nW)
sequential	0.00126	0.00122	0.0000403	0.439
clock	0.000977	0.000593	0.000384	0.0714
combinational	0.000206	0.000112	0.0000937	0.495
total	0.00244	0.00192	0.000518	1.01
-- stage by stage --
stage                     TNS (ps)  setup slack (ps)  total power (W)  instance area [um2]  instances
after floorplan                  0               200          0.00138                 2190        216
after global placement       -1810              -758          0.00144                 2380        278
after detailed placement     -1810              -763          0.00144                 2380        278
after CTS                    -47.0             -47.0          0.00243                 2680        297
after global routing          -145             -81.9          0.00252                 2740        297
final                        -49.7             -31.9          0.00244                 2740        297
-- worst paths after layout --
kind / end / slack (ps) / depth (start not counted)
max: prediction / -30 / 8
min: btb.regs.r2.op[0]$_SDFFE_PP0P_ / 500 / 2
max reg2reg: FSM.next_state[0]$_DFF_P_ / 260 / 6
min reg2reg: btb.regs.r2.op[0]$_SDFFE_PP0P_ / 500 / 2
-- layout by cell type (no fill, tap or decap), types with 3 or more instances in the layout --
cell type / synthesis / routed
buf_6: 3 / 5
clkbuf_8: 0 / 6
nor2b_1: 4 / 4
mux2i_1: 36 / 35
nor2_1: 48 / 47
nand2b_1: 3 / 3
buf_4: 1 / 23
nor3_1: 3 / 3
nand2_1: 8 / 5
nand3_1: 5 / 5
nand2_2: 0 / 3
dfxtp_1: 54 / 52
nand3b_1: 9 / 9
buf_2: 2 / 4
-- timing repair --
action | CTS | global route
hold buffers | 0 | 0
buffers inserted | 10 | 0
setup endpoints to repair | 3 | 2
gates resized | 34 | 13
endpoints found under the hold margin | 0 | 0
gates cloned | 1 | 0
pin swaps | 8 | 9
-- flip-flops by register name, indices dropped and copies added, names as in the netlist --
signal	count
read_address_delayed	4
btb.regs.r9.op	2
btb.regs.r15.op	2
FSM.next_state	2
btb.regs.r3.op	2
btb.enables	16
btb.regs.r2.op	2
btb.regs.r4.op	2
btb.regs.r10.op	2
btb.regs.r0.op	2
btb.regs.r7.op	2
btb.regs.r11.op	2
btb.regs.r8.op	2
btb.regs.r6.op	2
btb.regs.r5.op	2
btb.regs.r1.op	2
btb.regs.r12.op	2
btb.regs.r14.op	2
btb.regs.r13.op	2
-- worst max-delay path: stages --
cell,delay [ps]
buf_2,100
buf_6,120
or2_4,250
buf_6,120
a21oi_4,150
o31ai_4,80
a31oi_4,180
buf_2,110
-- cell type report --
type	instances	area [um2]
fillers	315	1350
clock buffers	6	82.6
well taps	50	62.6
repair buffers	36	322
clock inverters	2	60.1
flip-flops and latches	54	1080
inverters	1	3.75
multi-input cells	148	1130
-- synth_stat cells, types with 2 or more instances --
cell,number
nor2b_1,4
nor2_1,48
dfxtp_1,54
nand3b_1,9
nand3_1,5
mux2i_1,36
nand2b_1,3
maj3_2,2
buf_2,2
clkbuf_1,5
nand2_1,8
a21oi_1,4
o21ai_0,2
or3_1,2
nand4b_1,2
nor3_1,3
mux2_2,2
buf_6,3
No activity file was given, so power comes from the tool's default toggle rates.
